### design/flow/run.sh
#!/bin/bash
# OpenROAD 26Q1-2900-gdf79404cd8, Yosys 0.63+post, stock flow scripts
make -C /OpenROAD-flow-scripts/flow DESIGN_CONFIG=/design/flow/config.mk WORK_HOME=/design/flow/orfs finish
### design/flow/config.mk
export PLATFORM = sky130hd
export DESIGN_NAME = birdBitMap
export DESIGN_NICKNAME = birdBitMap
export VERILOG_FILES = /design/flow/design.v
export SDC_FILE = /design/flow/constraint.sdc
export NUM_CORES = 4
export LEC_CHECK = 1
export CORE_UTILIZATION = 50
### design/flow/constraint.sdc
current_design birdBitMap

set clk_period 1.5
set clk_io_pct 0.2

create_clock -name clk0 -period $clk_period [get_ports {clk}]

set non_clock_inputs [all_inputs -no_clocks]
set_input_delay [expr $clk_period * $clk_io_pct] -clock clk0 $non_clock_inputs
set_output_delay [expr $clk_period * $clk_io_pct] -clock clk0 [all_outputs]
### design/flow/design.v
module	birdBitMap	(	
					input	logic	clk,
					input	logic	resetN,
					input logic	[10:0] offsetX, 
					input logic	[10:0] offsetY,
					input	logic	InsideRectangle,  
					input logic showBird,
					output	logic	drawingRequest,  
					output	logic	[7:0] RGBout,   
					output   logic	[3:0] HitEdgeCode  
 ) ;
localparam  int OBJECT_NUMBER_OF_Y_BITS = 5;   
localparam  int OBJECT_NUMBER_OF_X_BITS = 6;   
localparam  int OBJECT_HEIGHT_Y = 1 <<  OBJECT_NUMBER_OF_Y_BITS ;
localparam  int OBJECT_WIDTH_X = 1 <<  OBJECT_NUMBER_OF_X_BITS;
localparam  int OBJECT_HEIGHT_Y_DIVIDER = OBJECT_NUMBER_OF_Y_BITS - 3;  
localparam  int OBJECT_WIDTH_X_DIVIDER =  OBJECT_NUMBER_OF_X_BITS - 3;  
localparam logic [7:0] TRANSPARENT_ENCODING = 8'hFF ; 
logic [0:31] [0:31] [7:0] object_colors = {
	{8'hff,8'hff,8'hff,8'hff,8'hff,8'hff,8'hff,8'hff,8'hff,8'hff,8'hff,8'hff,8'hff,8'hff,8'hff,8'h8d,8'h8d,8'h91,8'hdf,8'hff,8'hff,8'hff,8'hff,8'hff,8'hff,8'hff,8'hff,8'hff,8'hff,8'hff,8'hff,8'hff},
	{8'hff,8'hff,8'hff,8'hff,8'hff,8'hff,8'hff,8'hff,8'hff,8'hff,8'hff,8'hff,8'hff,8'hff,8'h65,8'ha0,8'he0,8'he0,8'ha0,8'hb6,8'hff,8'hff,8'hff,8'hff,8'hff,8'hff,8'hff,8'hff,8'hff,8'hff,8'hff,8'hff},
	{8'hff,8'hff,8'hff,8'hff,8'hff,8'hff,8'hff,8'hff,8'hff,8'hff,8'hff,8'hff,8'hff,8'hff,8'h24,8'he0,8'he0,8'he0,8'he0,8'hc0,8'h8d,8'hff,8'hff,8'hff,8'hff,8'hff,8'hff,8'hff,8'hff,8'hff,8'hff,8'hff},
	{8'hff,8'hff,8'hff,8'hff,8'hff,8'hff,8'hff,8'hff,8'hff,8'hff,8'hb6,8'ha5,8'ha5,8'ha5,8'h60,8'h60,8'he0,8'he0,8'he0,8'he0,8'he0,8'hb1,8'hff,8'hff,8'hff,8'hff,8'hff,8'hff,8'hff,8'hff,8'hff,8'hff},
	{8'hff,8'hff,8'hff,8'hff,8'hff,8'hff,8'hff,8'hff,8'hff,8'h91,8'hc0,8'he0,8'he0,8'he0,8'he0,8'ha0,8'h60,8'ha0,8'he0,8'he0,8'he0,8'hc0,8'hb6,8'hff,8'hff,8'hff,8'hff,8'hff,8'hff,8'hff,8'hff,8'hff},
	{8'hff,8'hff,8'hff,8'hff,8'hff,8'hff,8'hff,8'hff,8'hff,8'h6d,8'ha0,8'he0,8'he0,8'he0,8'he0,8'he0,8'he0,8'ha0,8'ha0,8'hc0,8'he0,8'he1,8'ha5,8'hff,8'hff,8'hff,8'hff,8'hff,8'hff,8'hff,8'hff,8'hff},
	{8'hff,8'hff,8'hff,8'hff,8'hff,8'hff,8'hff,8'hff,8'hff,8'hff,8'hda,8'h6d,8'h20,8'h80,8'ha0,8'hc0,8'he0,8'he0,8'he0,8'he0,8'he0,8'he0,8'he1,8'h8d,8'hdf,8'hff,8'hff,8'hff,8'hff,8'hff,8'hff,8'hff},
	{8'hff,8'hff,8'hff,8'hff,8'hff,8'hff,8'hff,8'hff,8'hff,8'hff,8'hda,8'h24,8'ha0,8'he0,8'he0,8'he0,8'he0,8'he0,8'he0,8'he0,8'he0,8'he0,8'he1,8'hc0,8'h60,8'hb6,8'hff,8'hff,8'hff,8'hff,8'hff,8'hff},
	{8'hff,8'hff,8'hff,8'hff,8'hff,8'hff,8'hff,8'hff,8'hff,8'hb6,8'h20,8'hc0,8'he0,8'he0,8'he0,8'he0,8'he0,8'he0,8'he0,8'he0,8'he0,8'he0,8'he0,8'he1,8'he1,8'h80,8'h8d,8'hff,8'hff,8'hff,8'hff,8'hff},
	{8'hff,8'hff,8'hff,8'hff,8'hff,8'hff,8'hff,8'hff,8'hba,8'h20,8'hc0,8'he0,8'he0,8'he0,8'he0,8'he0,8'he0,8'he0,8'he0,8'he0,8'he0,8'he0,8'he0,8'he0,8'he0,8'he1,8'ha0,8'h6d,8'hff,8'hff,8'hff,8'hff},
	{8'hff,8'hff,8'hff,8'hff,8'hff,8'hff,8'hff,8'hdf,8'h20,8'hc0,8'he0,8'he0,8'he0,8'he0,8'he0,8'he0,8'he0,8'he0,8'he0,8'he0,8'he0,8'he0,8'he0,8'he0,8'he0,8'he0,8'he1,8'hc0,8'h8d,8'hff,8'hff,8'hff},
	{8'hff,8'hff,8'hff,8'hff,8'hff,8'hff,8'hff,8'h65,8'ha0,8'he0,8'he0,8'he0,8'he0,8'he0,8'he0,8'he0,8'he0,8'he0,8'he0,8'he0,8'he0,8'he0,8'he0,8'he0,8'he0,8'he0,8'he0,8'he1,8'ha0,8'hb6,8'hff,8'hff},
	{8'hff,8'hff,8'hff,8'hff,8'hff,8'hff,8'hb6,8'h80,8'hc0,8'he0,8'he0,8'he0,8'he0,8'he0,8'he0,8'he0,8'he0,8'he0,8'he0,8'he0,8'he0,8'he0,8'he0,8'he0,8'he0,8'he0,8'he0,8'he0,8'he0,8'h80,8'hff,8'hff},
	{8'hff,8'hff,8'hff,8'hda,8'hff,8'hff,8'h64,8'hc0,8'hc0,8'he0,8'he0,8'he0,8'he0,8'he0,8'he0,8'he0,8'he0,8'ha0,8'h60,8'he0,8'he0,8'he0,8'he0,8'he0,8'he0,8'he0,8'he0,8'he0,8'he0,8'hc0,8'h91,8'hff},
	{8'hff,8'hff,8'hb6,8'h00,8'hb6,8'hb6,8'h80,8'hc0,8'hc0,8'he0,8'he0,8'he0,8'he0,8'he0,8'he0,8'he0,8'he0,8'h00,8'h00,8'h20,8'hc0,8'he0,8'he0,8'he0,8'he0,8'he0,8'he0,8'he0,8'h80,8'h60,8'h80,8'hdf},
	{8'hb6,8'h6d,8'hb6,8'h24,8'h00,8'h64,8'hc0,8'hc0,8'hc0,8'he0,8'he0,8'he0,8'he0,8'he0,8'he0,8'he0,8'ha0,8'h00,8'h00,8'h00,8'h00,8'ha0,8'he0,8'he0,8'he0,8'he0,8'hc0,8'h20,8'h00,8'h00,8'h80,8'hb2},
	{8'h24,8'h00,8'h00,8'h24,8'h00,8'h60,8'hc0,8'hc0,8'hc0,8'he0,8'he0,8'he0,8'he0,8'he0,8'he0,8'he0,8'he0,8'ha0,8'h20,8'h00,8'h00,8'h00,8'h20,8'ha0,8'hc0,8'h60,8'h00,8'h00,8'h00,8'h20,8'hc0,8'h85},
	{8'h91,8'h6d,8'h24,8'h00,8'h00,8'h80,8'hc0,8'hc0,8'hc0,8'he0,8'he0,8'he0,8'he0,8'he0,8'he0,8'he0,8'he0,8'he0,8'hd6,8'hff,8'hb6,8'h24,8'h00,8'h00,8'h00,8'h00,8'h24,8'h91,8'h64,8'he0,8'he0,8'h80},
	{8'hff,8'hff,8'h91,8'h24,8'h00,8'ha0,8'hc0,8'hc0,8'hc0,8'he0,8'he0,8'he0,8'he0,8'he0,8'he0,8'he0,8'he0,8'ha0,8'hff,8'hff,8'hda,8'h91,8'hff,8'h91,8'h24,8'h91,8'hff,8'hff,8'hb1,8'hc0,8'he0,8'h80},
	{8'hff,8'hff,8'h24,8'h91,8'h6d,8'hc0,8'hc0,8'hc0,8'hc0,8'he0,8'he0,8'he0,8'he0,8'hc0,8'hc0,8'he0,8'he0,8'ha0,8'hda,8'hff,8'hba,8'h91,8'hff,8'hda,8'h91,8'h92,8'hd6,8'had,8'h84,8'hc0,8'he0,8'h80},
	{8'hff,8'hff,8'hff,8'hff,8'h6d,8'hc0,8'hc0,8'hc0,8'hc0,8'he0,8'he0,8'he0,8'he0,8'hc0,8'hc0,8'he0,8'he0,8'hc0,8'h64,8'hb1,8'had,8'h8d,8'hb1,8'hd4,8'hd4,8'h8c,8'h80,8'hc0,8'hc0,8'hc0,8'he0,8'h80},
	{8'hff,8'hff,8'hff,8'hff,8'h6d,8'ha0,8'hc0,8'hc0,8'hc0,8'hc0,8'hc0,8'he0,8'he0,8'hc0,8'hc0,8'he0,8'he0,8'hc0,8'hc0,8'hc0,8'ha0,8'hac,8'hf8,8'hf8,8'hf8,8'hf8,8'hd0,8'h80,8'hc0,8'hc0,8'he0,8'h60},
	{8'hff,8'hff,8'hff,8'hff,8'h91,8'ha0,8'hc0,8'hc0,8'hc0,8'hc0,8'hc0,8'he0,8'he0,8'hc0,8'hc0,8'he0,8'he0,8'hc0,8'hc0,8'ha0,8'hd0,8'hfc,8'hf8,8'hf8,8'hf8,8'hf8,8'hfc,8'hd4,8'h80,8'he0,8'he0,8'h64},
	{8'hff,8'hff,8'hff,8'hff,8'hb6,8'h60,8'hc0,8'hc0,8'hc0,8'hc0,8'hc0,8'he0,8'he0,8'he0,8'he0,8'he5,8'hed,8'hed,8'hcd,8'h64,8'hf8,8'hf8,8'hfc,8'hf8,8'hf8,8'hf8,8'hf8,8'hfc,8'hd4,8'ha0,8'hc0,8'h6d},
	{8'hff,8'hff,8'hff,8'hff,8'hff,8'h20,8'hc0,8'hc0,8'hc0,8'hc0,8'hc0,8'he0,8'he0,8'hed,8'hf6,8'hfa,8'hfa,8'hfa,8'hd6,8'h91,8'hd6,8'hb1,8'h8c,8'hd0,8'hd4,8'hf4,8'hf8,8'hf8,8'hfc,8'ha4,8'h60,8'hb6},
	{8'hff,8'hff,8'hff,8'hff,8'hff,8'h91,8'h60,8'hc0,8'hc0,8'hc0,8'hc0,8'hed,8'hfa,8'hfa,8'hfa,8'hfa,8'hfa,8'hfa,8'hfa,8'h91,8'hb6,8'hb0,8'hd0,8'hf0,8'hf0,8'hd0,8'hac,8'h8c,8'hf4,8'h8c,8'h24,8'hff},
	{8'hff,8'hff,8'hff,8'hff,8'hff,8'hff,8'h24,8'h80,8'hc0,8'hc0,8'hf1,8'hfa,8'hfa,8'hfa,8'hfa,8'hfa,8'hfa,8'hfa,8'hfa,8'hd6,8'h8c,8'hf0,8'hf8,8'hf8,8'hf8,8'hf4,8'ha4,8'he0,8'ha0,8'h20,8'hb6,8'hff},
	{8'hff,8'hff,8'hff,8'hff,8'hff,8'hff,8'hda,8'h24,8'h60,8'hf1,8'hfa,8'hfa,8'hfa,8'hfa,8'hfa,8'hfa,8'hfa,8'hfa,8'hfa,8'hfa,8'hfa,8'hb1,8'hac,8'hd0,8'hac,8'hb1,8'hf1,8'he0,8'h20,8'h91,8'hff,8'hff},
	{8'hff,8'hff,8'hff,8'hff,8'hff,8'hff,8'hff,8'hff,8'h24,8'h24,8'hb1,8'hfa,8'hfa,8'hfa,8'hfa,8'hfa,8'hfa,8'hfa,8'hfa,8'hfa,8'hfa,8'hfa,8'hd5,8'h91,8'hd5,8'hfa,8'hb1,8'h20,8'h91,8'hff,8'hff,8'hff},
	{8'hff,8'hff,8'hff,8'hff,8'hff,8'hff,8'hff,8'hff,8'hff,8'hb6,8'h24,8'h24,8'h8d,8'hd5,8'hfa,8'hfa,8'hfa,8'hfa,8'hfa,8'hfa,8'hfa,8'hfa,8'hfa,8'hfa,8'hb1,8'h24,8'h24,8'hb6,8'hff,8'hff,8'hff,8'hff},
	{8'hff,8'hff,8'hff,8'hff,8'hff,8'hff,8'hff,8'hff,8'hff,8'hff,8'hff,8'hb6,8'h2d,8'h00,8'h24,8'h64,8'h8d,8'h91,8'h91,8'h91,8'h8d,8'h6d,8'h24,8'h20,8'h24,8'h92,8'hff,8'hff,8'hff,8'hff,8'hff,8'hff},
	{8'hff,8'hff,8'hff,8'hff,8'hff,8'hff,8'hff,8'hff,8'hff,8'hff,8'hff,8'hff,8'hff,8'hff,8'hb6,8'h91,8'h6d,8'h24,8'h24,8'h24,8'h25,8'h6d,8'hb6,8'hda,8'hff,8'hff,8'hff,8'hff,8'hff,8'hff,8'hff,8'hff}
};
logic [0:7] [0:7] [3:0] hit_colors = 
		  {32'hC4444446,     
			32'h8C444462,    
			32'h88C44622,    
			32'h888C6222,    
			32'h88893222,    
			32'h88911322,    
			32'h89111132,    
			32'h91111113};
always_ff@(posedge clk or negedge resetN)
begin
	if(!resetN) begin
		RGBout <=	8'h00;
		HitEdgeCode <= 4'h0;
	end
	else begin
		RGBout <= TRANSPARENT_ENCODING ;  
		HitEdgeCode <= 4'h0;
		if (InsideRectangle == 1'b1 ) 
		begin  
			RGBout <= object_colors[offsetY][offsetX];
			HitEdgeCode <= hit_colors[offsetY >> OBJECT_HEIGHT_Y_DIVIDER][offsetX >> OBJECT_WIDTH_X_DIVIDER];	 
		end  	
	end
end
assign drawingRequest = ((RGBout != TRANSPARENT_ENCODING) && showBird && resetN) ? 1'b1 : 1'b0 ;  
endmodule
==> results.txt <==
Die Y - 115 µm
Initial Util - 52.2%
Seq share, synth - 4.71%
FFs w/ async S/R, synth - 100%
Fail Step - global routing
pre-CTS setup slack - -2.42 ns
Root Driver - clkbuf_16
Rows - 40
cell count after synthesis - 1077
worst_ep kind - register input
CTS Hold Bufs - 0
# Cells Yosys - 1077
Buffers on Ports - 34
gpl congestion - 1.43
Synth Warn # - 1
synthesized area per cell - 5.92 µm²
Run Error - [ERROR GRT-0232] Routing congestion too high. Check the congestion heatmap in the GUI.
Post-Syn Area - 0.00637 mm²
register bit total from synthesis - 12
Num CTS Buffers - 3
clk sinks - 12
largest net degree at the start of global routing - 29
# H-tree levels - 1
synth unique cells - 73
Synth Flop Type - dfrtp_1
Max Root-Sink Buffers - 2
outcome - did not finish
DIE WIDTH - 115 µm
Inst Count DP - 1538
DPL Wire Length - 30.1 mm
number of enable flip-flop cells - 0
GR repair worst EP - RGBout[2]$_DFF_PN0_/D
# IOs - 39
Yosys chip area - 0.00637 mm²
-- cell families after synthesis --
family / after synthesis / synth area share, %
fa+ha+maj: 14 / 2.98
compound gates: 539 / 55.0
simple gates: 331 / 24.3
buf+inv: 157 / 9.72
xor+xnor: 24 / 3.30
flops: 12 / 4.71
-- Yosys cell counts, types with 20 or more instances --
cell	number	share of area, %
nor3_1	22	1.7
nor2_1	87	5.1
buf_1	25	1.5
clkbuf_1	97	5.7
a21oi_1	137	11
nand2_1	107	6.3
nand3_1	28	2.2
nor2b_1	20	2.0
o22ai_1	38	3.7
o21ai_0	128	10
a31oi_1	28	2.7
-- metrics by stage --
| step | area, µm² | util [%] |
|---|---|---|
| 4_1_cts | 10300 | 84.3 |
| 3_5_place_dp | 9640 | 79.0 |
| 3_3_place_gp | 9640 | 79.0 |
| 2_1_floorplan | 6480 | - |
-- what timing repair did --
| action | CTS |
|---|---|
| gates resized | 119 |
| pin swaps | 50 |
| setup endpoints to repair | 13 |
| setup buffers | 22 |
| cloned | 2 |
